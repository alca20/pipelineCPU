--- flow/config.mk ---
export PLATFORM = sky130hd
export DESIGN_NAME = ALUSrcMUX
export DESIGN_NICKNAME = ALUSrcMUX
export VERILOG_FILES = /design/flow/design.v
export SDC_FILE = /design/flow/constraint.sdc
export NUM_CORES = 4
export LEC_CHECK = 1
export CORE_AREA = 10 10 107 107
export DIE_AREA = 0 0 117 117
--- flow/constraint.sdc ---
current_design ALUSrcMUX

set clk_period 1.0
set clk_io_pct 0.2

create_clock -name clk0 -period $clk_period

set non_clock_inputs [all_inputs -no_clocks]
set_input_delay [expr $clk_period * $clk_io_pct] -clock clk0 $non_clock_inputs
set_output_delay [expr $clk_period * $clk_io_pct] -clock clk0 [all_outputs]
--- flow/design.v ---
`timescale 1ns/10ps
module ALUSrcMUX #(parameter BITS = 64) (ReadData2, DAddr9_EXT, imm12_EXT, ALUSrc1, ALUSrc2, ALUData2);
	input logic [63:0] ReadData2, DAddr9_EXT, imm12_EXT;
	input logic ALUSrc1, ALUSrc2;
	output logic [63:0] ALUData2;
	logic [63:0] data_result1, data_result2, data_result3, data_result4, data_result5;
	logic ALUSrc1_Not, ALUSrc2_Not;
	genvar i, j;
	not #0.05 ALUSrc1Not(ALUSrc1_Not, ALUSrc1);
	not #0.05 ALUSrc2Not(ALUSrc2_Not, ALUSrc2);
	generate
		for (i = 0; i < BITS; i++) begin : ReadData2_DAddr9_MUX
			and #0.05 mux1_1(data_result1[i], ReadData2[i], ALUSrc1_Not);
			and #0.05 mux1_2(data_result2[i], DAddr9_EXT[i], ALUSrc1);
			or #0.05 mux1_3(data_result3[i], data_result1[i], data_result2[i]);
		end
		for (j = 0; j < BITS; j++) begin : MUX1_imm12_MUX
			and #0.05 mux2_1(data_result4[j], data_result3[j], ALUSrc2_Not);
			and #0.05 mux2_2(data_result5[j], imm12_EXT[j], ALUSrc2);
			or #0.05 mux2_3(ALUData2[j], data_result4[j], data_result5[j]);
		end
	endgenerate
endmodule 
--- flow/run.sh ---
#!/bin/bash
# OpenROAD 26Q1-2900-gdf79404cd8, Yosys 0.63+post, stock flow scripts
make -C /OpenROAD-flow-scripts/flow DESIGN_CONFIG=/design/flow/config.mk WORK_HOME=/design/flow/orfs finish
==> results.py <==
# Metrics from the implementation run
metrics = {
    "logic_synthesis": {
        "synth_area_per_cell_sq_um": 6.41,
        "yosysSeqAreaShare_pct": 0,
        "synthTopCellsByArea": "mux2i_1 (47%), o21ai_1 (22%), nand2_1 (18%), buf_8 (6.6%), clkbuf_1 (2.7%)",
        "ys_cells": 213,
        "netlist_instances": 213,
        "yosysTopAreaCell": "mux2i_1",
        "synthTopCellsByCount": "mux2i_1 (64), nand2_1 (64), o21ai_1 (60)",
        "synth_cell_types": 9,
        "syn_area_sq_um": 1370,
        "yosys-stat-area_sq_um": 1370,
        "synth.top_cell.area_share_pct": 46.9,
        "yosysWarnings": 0,
    },
    "place": {
        "place.gp.congestion": 0.820,
        "placed_cells": 572,
        "port-buffer-count": 258,
        "place_hpwl_mm": 8.28,
        "pre_cts_slack_ns": -0.664,
        "place_area_sq_um": 4050,
    },
    "critical_path": {
        "crit_type": "in2out",
        "worstPathRequired_ns": 0.80,
        "endpoint_kind": "output port",
        "crit_fanout": 6,
        "arrival_ns": 0.93,
        "start_kind": "primary input",
    },
    "status": {
        "status": "finished with violations",
        "violations": "negative setup slack",
    },
    "clocking": {
        "postCtsHoldBufs": 0,
    },
    "job": {
        "warnings": 34,
        "drv_cap": 0,
    },
    "drt": {
        "wire_per_inst_microns": 18.1,
        "vias_per_cell": 4.25,
        "ant_nets": 0,
        "drt-initial-drc-count": 65,
        "first_pass_iters": 4,
        "drt_wl_total_mm": 10.7,
        "drc": 0,
        "vias": 2507,
    },
    "finish": {
        "layoutNonFillerInstCount": 590,
        "drive_gt1_share_pct": 22.2,
        "fillers": 946,
        "clock_buffers": 0,
        "syn_to_final_growth_pct": 205,
        "utilization_pct": 45.2,
        "final_area_sq_um": 4160,
        "sequential_cell_total": 0,
        "regArea_sq_um": 0,
    },
    "power_and_ir_drop": {
        "p_total_mw": 1.53,
        "ir_worst_vdd_mv": 0.139,
        "p_per_area_nw_per_um2": 368,
        "leakage_nw": 2.47,
    },
    "timing": {
        "setup_viol": 59,
        "whs_ns": 0.680,
        "timing.final.ws_setup_ns": -0.130,
        "setup_tns_ns": -3.89,
        "fmax_mhz": 885,
        "tightest_slew_ns": 0.167,
        "hold_violations": 0,
        "slew_violations": 0,
        "slew_headroom_pct": 88.5,
        "layout_min_cycle_time_ns": 1.13,
        "finalCritPeriodShare_pct": 113,
        "rsz0062_at_grt": "true",
    },
    "floorplan": {
        "rows": 35,
        "die_area_sq_um": 13700,
        "dieWidth_microns": 117,
        "fp_util_pct": 14.8,
        "boundaryPins": 258,
        "die_h_microns": 117,
        "core_area_sq_um": 9200,
    },
    "worst_hold_path": {
        "hold_path_class": "in2out",
    },
    "global_route": {
        "antenna_found_initial": 0,
        "grt_max_degree": 20,
        "grt_pass1_wl_mm": 14.9,
        "grt_pass1_vias": 2696,
        "track_usage_pct": 14.0,
        "grt.overflow.total": 0,
    },
}
-- placed cells by master, fill, tap and decap left out --
| master | n |
|---|---|
| buf_12 | 11 |
| buf_16 | 7 |
| buf_2 | 64 |
| buf_4 | 6 |
| buf_6 | 4 |
| buf_8 | 2 |
| clkdlybuf4s50_1 | 22 |
| diode_2 | 1 |
| dlygate4sd2_1 | 123 |
| dlymetal6s2s_1 | 47 |
| mux2i_1 | 56 |
| mux2i_2 | 4 |
| mux2i_4 | 4 |
| nand2_1 | 63 |
| nand2_2 | 1 |
| o21ai_1 | 61 |
| o21ai_2 | 3 |
-- repair_timing --
action,in CTS,in global routing
gates resized,357,58
pin swaps,55,70
hold endpoints to repair,0,0
cloned,9,0
setup buffers,10,3
setup endpoints to repair,64,64
-- routing by layer --
layer,track usage (%),vias up,part of all wire [%]
li1,-,1291,-
met1,16.0,1080,39
met2,25.2,134,50
met3,5.26,2,11
met4,0.659,0,0.25
met5,0,-,0
-- where the power goes --
group          switching (mW)  internal (mW)
Combinational           0.513           1.02
Clock                       0    0.000000134
Sequential                  0              0
-- path summary, 6_finish.rpt --
kind | startpoint | endpoint | slack, ns | cells past startpoint
max | ALUSrc1 | ALUData2[21] | -0.13 | 6
min | imm12_EXT[33] | ALUData2[33] | 0.68 | 4
-- final cells by class --
| type | instances | area (sq um) | share of cell area, % |
|---|---|---|---|
| tap | 111 | 139 | 3.34 |
| antenna | 1 | 2.50 | 0.0602 |
| multi-input combinational | 192 | 1280 | 30.8 |
| timing repair buffer | 286 | 2740 | 65.8 |
-- cell families after synthesis --
| family | after synthesis | synth area share, % |
|---|---|---|
| multiplexers | 64 | 46.9 |
| AND/OR/NAND/NOR | 64 | 17.6 |
| AND-OR/OR-AND | 64 | 23.5 |
| buffers and inverters | 21 | 12.0 |
-- worst max-delay path, stage by stage --
cell     delay [ns]
buf_16         0.13
buf_16         0.14
buf_4          0.13
mux2i_1        0.11
o21ai_1        0.11
buf_2          0.11
Power and IR drop assume default switching activity.
