==> design.v <==
`timescale 1ns/10ps
module mov_calc (Rd_data, imm16, shamt, mov_type, mov_output);
	input logic [63:0] Rd_data;
	input logic [15:0] imm16;
	input logic [1:0] shamt;
	input logic mov_type;  
	output logic [63:0] mov_output;
	logic [63:0] movz_shift0, movz_shift1, movz_shift2, movz_shift3, 
					   movk_shift0, movk_shift1, movk_shift2, movk_shift3;
	logic [63:0] movz_output, movk_output, movz0_res, movz1_res, movz2_res, movz3_res, movk0_res, 
						movk1_res, movk2_res, movk3_res, mux1_res, mux2_res;
	logic mov_type_Not, shamt0, shamt1, shamt0_Not, shamt1_Not;
	genvar i, j, k;
	not #0.05 movNot(mov_type_Not, mov_type);
	assign movz_shift0 = {48'b0, imm16[15:0]};
	assign movz_shift1 = {32'b0, imm16[15:0], 16'b0};
	assign movz_shift2 = {16'b0, imm16[15:0], 32'b0};
	assign movz_shift3 = {imm16[15:0], 48'b0};
	assign movk_shift0 = {Rd_data[63:16], imm16[15:0]};
	assign movk_shift1 = {Rd_data[63:32], imm16[15:0], Rd_data[15:0]};
	assign movk_shift2 = {Rd_data[63:48], imm16[15:0], Rd_data[31:0]};
	assign movk_shift3 = {imm16[15:0], Rd_data[47:0]};
	assign shamt0 = shamt[0];
	assign shamt1 = shamt[1];
	not #0.05 shamt0Not(shamt0_Not, shamt0);
	not #0.05 shamt1Not(shamt1_Not, shamt1);
	generate
		for (j = 0; j < 64; j++) begin : MOVZ_MUX
			and #0.05 mux1_1(movz0_res[j], movz_shift0[j], shamt0_Not, shamt1_Not);
			and #0.05 mux1_2(movz1_res[j], movz_shift1[j], shamt0, shamt1_Not);
			and #0.05 mux1_3(movz2_res[j], movz_shift2[j], shamt0_Not, shamt1);
			and #0.05 mux1_4(movz3_res[j], movz_shift3[j], shamt0, shamt1);
			or #0.05 mux1_5(movz_output[j], movz0_res[j], movz1_res[j], movz2_res[j], movz3_res[j]);
		end
		for (k = 0; k < 64; k++) begin : MOVK_MUX
			and #0.05 mux2_1(movk0_res[k], movk_shift0[k], shamt0_Not, shamt1_Not);
			and #0.05 mux2_2(movk1_res[k], movk_shift1[k], shamt0, shamt1_Not);
			and #0.05 mux2_3(movk2_res[k], movk_shift2[k], shamt0_Not, shamt1);
			and #0.05 mux2_4(movk3_res[k], movk_shift3[k], shamt0, shamt1);
			or #0.05 mux2_5(movk_output[k], movk0_res[k], movk1_res[k], movk2_res[k], movk3_res[k]);
		end
		for (i = 0; i < 64; i++) begin : MOV_MUX
			and #0.05 mux1(mux1_res[i], movk_output[i], mov_type_Not);
			and #0.05 mux2(mux2_res[i], movz_output[i], mov_type);
			or #0.05 mux3(mov_output[i], mux1_res[i], mux2_res[i]);
		end
	endgenerate
endmodule
==> run.sh <==
#!/bin/bash
# OpenROAD 26Q1-2900-gdf79404cd8, Yosys 0.63+post, stock flow scripts
make -C /OpenROAD-flow-scripts/flow DESIGN_CONFIG=/design/flow/config.mk WORK_HOME=/design/flow/orfs finish
==> config.mk <==
export PLATFORM = sky130hd
export DESIGN_NAME = mov_calc
export DESIGN_NICKNAME = mov_calc
export VERILOG_FILES = /design/flow/design.v
export SDC_FILE = /design/flow/constraint.sdc
export NUM_CORES = 4
export LEC_CHECK = 1
export CORE_AREA = 10 10 92 92
export DIE_AREA = 0 0 102 102
==> constraint.sdc <==
current_design mov_calc

set clk_period 2.7
set clk_io_pct 0.2

create_clock -name clk0 -period $clk_period

set non_clock_inputs [all_inputs -no_clocks]
set_input_delay [expr $clk_period * $clk_io_pct] -clock clk0 $non_clock_inputs
set_output_delay [expr $clk_period * $clk_io_pct] -clock clk0 [all_outputs]
==> reports/metrics.cfg <==
[power]
p_int_mw=0.346
p_comb_share_pct=100.0
p_sw_share_pct=26.1
p_leak_nw=1.24
pwr-share-clk_pct=0
p_seq_share_pct=0
switchingPower_mw=0.122
ir_drop_mv=0.0629
power_mw=0.468
powerDensity_nw_per_um2=156

[setup_path]
arrival_ns=2.00
path_class=in2out
required_ns=2.16
startpoint_type=input pin
endpoint_kind=output port
path_max_fanout=9

[die]
io_pins=147
rows=29
die_h_um=102
die_area_um2=10400
die_width_um=102
fp_util_pct=21.0
core_um2=6460

[final_timing]
setup_viol_count_final=0
finalMaxSlewViolations=0
final.min_clock_period_ns=2.54
rsz0062_at_grt=false
fmax_ghz=0.394
hold_viol=0
tightest_slew_ns=0.245
hold_slack_ns=1.99
max_slew_margin_pct=83.7
finalSetupTns_ns=0
final.setup.worst_slack_ns=0.164
period_used_pct=93.9

[finish]
instances_no_fill=390
design_area_um2=3010
clock_buffers=0
post-route-util_pct=46.5
area_growth_pct=122
numSequentialCells=0
regArea_um2=0
fill_cells=619
drive_gt1_share_pct=22.1

[grt]
overflow=0
track_usage_pct=11.8
grt_pass1_wl_mm=9.83
grt_max_degree=40
antenna_found_initial=1
grt_pass1_vias=1814

[synth]
yosys_area_um2=1360
synth_warnings=0
top_area_cell=mux2_2
netlist.area_leader.share_pct=23.2
syn_avg_cell_area_um2=8.22
synthCells=165
topCellsByArea=mux2_2 23%, mux2_4 22%, nor2b_1 15%
ys_cells=165
yosysSeqAreaShare_pct=0
synthDistinctLibCells=13
synth_area_um2=1360

[route]
drtIter0Drc=40
viasPerCell=4.39
num_vias=1711
ant_nets=0
drc=0
avgRoutedWirePerCell_um=17.2
wirelength_mm=6.71
dr.pass1.iters=4

[hold_path]
hold_depth=5
holdPathEnd=mov_output[63]
worstHoldPathType=in2out
hold_start=mov_type

[placement]
dp_cells=389
portBuffers=147
place_area_um2=3010
dp_hpwl_mm=5.69
routabilityCongestion=0.782
preCtsSetupSlack_ns=-0.122

[clock_network]
cts_setup_buffers=0

[run_status]
outcome=finished clean

[run]
max-cap-violations=0
warnings=32

cell usage in the layout (no fill, tap or decap):
| cell type | n |
|---|---|
| and2_0 | 1 |
| and2b_1 | 15 |
| buf_12 | 6 |
| buf_2 | 1 |
| buf_4 | 11 |
| clkdlybuf4s50_1 | 144 |
| diode_2 | 1 |
| dlygate4sd2_1 | 2 |
| mux2_2 | 28 |
| mux2_4 | 20 |
| nand2b_1 | 16 |
| nand2b_4 | 2 |
| nand3_1 | 16 |
| nor2_4 | 1 |
| nor2b_1 | 33 |
| o21ai_0 | 16 |
worst max path at each step:
stage	start	depth (start not counted)	endpoint	slack, ns
global route	shamt[0]	6	mov_output[23]	0.09
finish	shamt[1]	6	mov_output[34]	0.16
CTS	shamt[1]	6	mov_output[34]	0.14
logic make-up (layout without fill, tap and decap cells):
kind of cell	Yosys count	count (layout)	share of synthesized area [%]
buffers and inverters	17	164	8.58
other	0	1	0
AND/OR/NAND/NOR	84	84	40.1
AND-OR/OR-AND	16	16	5.90
multiplexers	48	48	45.4
cell usage after synthesis, drive strengths merged:
| cell | number |
|---|---|
| clkbuf | 9 |
| and2 | 1 |
| nand3 | 16 |
| o21ai | 16 |
| nor2 | 1 |
| mux2 | 48 |
| and2b | 15 |
| buf | 8 |
| nor2b | 33 |
| nand2b | 18 |
area by class of cell:
class | count | area, um2 | area share (%)
diodes | 1 | 2.50 | 0.0833
well taps | 77 | 96.3 | 3.21
multi-input cells | 148 | 1240 | 41.3
repair buffers | 164 | 1670 | 55.5
power groups by stage:
stage | clock network (mW) | logic, mW | registers [mW]
4_1_cts | 0 | 0.479 | 0
5_1_grt | 0.0000000495 | 0.506 | 0
6_report | 0.0000000495 | 0.468 | 0
worst max-delay path, cell delays in order:
cell and delay [ns]:
dlygate4sd2_1 0.34, buf_4 0.18, nand2b_4 0.07, buf_12 0.15, mux2_4 0.29, clkdlybuf4s50_1 0.43
repair_timing:
item	CTS	global route
resized	2	0
endpoints found under the setup margin	54	0
hold buffers	0	0
layer usage:
layer	part of all wire, %	up-vias	track usage (%)
met4	0	0	0
met2	46	88	20.6
met3	13	0	5.59
met5	0	-	0
li1	-	856	-
met1	41	767	13.6
No activity file was given, so power comes from the tool's default toggle rates.
