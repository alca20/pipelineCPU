## design.v

```verilog
`timescale 1ns/10ps
module adder_subtractor #(parameter BITS = 64) (A, B, sub, result, overflow, carry_out);
	input logic [63:0] A, B;
	input logic sub;
	output logic [63:0] result;
	output logic overflow, carry_out;
	logic [63:0] B_invert, B_toUse, result_mux1, result_mux2, 
						carry_AB, carry_AC, carry_BC;
	logic [64:0] carry_in;
	logic sub_NOT;
	genvar i, j, k, l;
	assign carry_in[0] = sub;
	not #0.05 subNot(sub_NOT, sub);
	generate
		for (i = 0; i < BITS; i++) begin : invert
			not #0.05 invert(B_invert[i], B[i]);
		end
		for (j = 0; j < BITS; j++) begin : twos_complement
			and #0.05 B_inp(result_mux1[j], B[j], sub_NOT);
			and #0.05 B_inv_inp(result_mux2[j], B_invert[j], sub);
			or #0.05 B_to_use(B_toUse[j], result_mux1[j], result_mux2[j]);
		end
		for (k = 0; k < BITS; k++) begin : carryout
			and #0.05 carryAB(carry_AB[k], A[k], B_toUse[k]);
			and #0.05 carryAC(carry_AC[k], A[k], carry_in[k]);
			and #0.05 carryBC(carry_BC[k], B_toUse[k], carry_in[k]);
			or #0.05 carryOut(carry_in[k+1], carry_AB[k], carry_AC[k], carry_BC[k]);
		end
		for (l = 0; l < BITS; l++) begin : results
			xor #0.05 resultingBit(result[l], carry_in[l], A[l], B_toUse[l]);
		end
	endgenerate 
	xor #0.05 overflow_flag(overflow, carry_in[64], carry_in[63]);
	assign carry_out = carry_in[64];
endmodule 
`timescale 1ns/10ps
module alu #(parameter BITS = 64) (A, B, cntrl, result, negative, zero, overflow, carry_out);
	input logic [63:0] A, B;
	input logic [2:0] cntrl;
	output logic [63:0] result;
	output logic negative, zero, overflow, carry_out;
	logic [63:0] result_add_sub, result_bitAndOr, result_bitXor, 
						resulting_bit1, resulting_bit2, resulting_bit3, resulting_bit4, resulting_bit5;
	logic cntrl2_NOT, cntrl1_NOT;
	genvar i;
	not #0.05 cntrl1NOT(cntrl1_NOT, cntrl[1]);
	not #0.05 cntrl2NOT(cntrl2_NOT, cntrl[2]);
	adder_subtractor addsubMod(.A(A), .B(B), .sub(cntrl[0]), .result(result_add_sub), 
											.overflow(overflow), .carry_out(carry_out));
	bitwise_AND_OR andMod(.A(A), .B(B), .result(result_bitAndOr), .orBit(cntrl[0]));
	bitwise_XOR xorMod(.A(A), .B(B), .result(result_bitXor));
	generate
		for (i = 0; i < BITS; i++) begin : muxOutputResult
			and #0.05 mux_1(resulting_bit1[i], B[i], cntrl2_NOT, cntrl1_NOT);
			and #0.05 mux_2(resulting_bit2[i], result_add_sub[i], cntrl2_NOT, cntrl[1]);
			and #0.05 mux_3(resulting_bit3[i], result_bitAndOr[i], cntrl[2], cntrl1_NOT);
			and #0.05 mux_4(resulting_bit4[i], result_bitXor[i], cntrl[2], cntrl[1]);
			or #0.05 outputBit(result[i], resulting_bit1[i], resulting_bit2[i], 
									resulting_bit3[i], resulting_bit4[i]);
			or #0.05 flagChecker(resulting_bit5[i], resulting_bit1[i], resulting_bit2[i], 
									resulting_bit3[i], resulting_bit4[i]);
		end
	endgenerate
	assign negative = resulting_bit5[63];
	zeroCheck zeroFlag(.result(resulting_bit5), .zero(zero));
endmodule
`timescale 1ns/10ps
module bitwise_AND_OR #(parameter BITS = 64) (A, B, result, orBit);
	input logic [63:0] A, B;
	input logic orBit;
	output logic [63:0] result;
	logic [63:0] AND_result, OR_result, mux_result1, mux_result2;
	logic orBit_NOT;
	genvar i, j, k;
	not #0.05 orBitNOT(orBit_NOT, orBit);
	generate
		for (i = 0; i < BITS; i++) begin : result_AND
			and #0.05 andBitwise(AND_result[i], A[i], B[i]);
		end
		for (j = 0; j < BITS; j++) begin : result_OR
			or #0.05 andBitwise(OR_result[j], A[j], B[j]);
		end
		for (k = 0; k < BITS; k++) begin : muxResultPass
			and #0.05 mux1(mux_result1[k], AND_result[k], orBit_NOT);
			and #0.05 mux2(mux_result2[k], OR_result[k], orBit);
			or #0.05 result(result[k], mux_result1[k], mux_result2[k]);
		end
	endgenerate
endmodule
`timescale 1ns/10ps
module bitwise_XOR #(parameter BITS = 64) (A, B, result);
	input logic [63:0] A, B;
	output logic [63:0] result;
	genvar i;
	generate
		for (i = 0; i < BITS; i++) begin : result_XOR
			xor #0.05 xorBitwise(result[i], A[i], B[i]);
		end
	endgenerate
endmodule 
`timescale 1ns/10ps
module zeroCheck(result, zero);
	input logic [63:0] result;
	output logic zero;
	logic [15:0] norResult;
	logic [3:0] andResult;
	genvar i, j;
	generate
		for (i = 0; i < 16; i++) begin : NORgen
			nor #0.05 result1(norResult[i], result[i*4], result[i*4 + 1], result[i*4 + 2],
									result[i*4 + 3]);
		end
		for (j = 0; j < 4; j++) begin : ANDgen
			and #0.05 result2(andResult[j], norResult[j*4], norResult[j*4 + 1], norResult[j*4 + 2],
									norResult[j*4 + 3]);
		end
	endgenerate
	and #0.05 zeroFlag(zero, andResult[0], andResult[1], andResult[2], andResult[3]);
endmodule
```

## run.sh

```bash
#!/bin/bash
# OpenROAD 26Q1-2900-gdf79404cd8, Yosys 0.63+post, stock flow scripts
make -C /OpenROAD-flow-scripts/flow DESIGN_CONFIG=/design/flow/config.mk WORK_HOME=/design/flow/orfs finish
```

## config.mk

```make
export PLATFORM = sky130hd
export DESIGN_NAME = alu
export DESIGN_NICKNAME = alu
export VERILOG_FILES = /design/flow/design.v
export SDC_FILE = /design/flow/constraint.sdc
export NUM_CORES = 4
export LEC_CHECK = 1
export CORE_UTILIZATION = 40
```

## constraint.sdc

```tcl
current_design alu

set clk_period 81.4
set clk_io_pct 0.2

create_clock -name clk0 -period $clk_period

set non_clock_inputs [all_inputs -no_clocks]
set_input_delay [expr $clk_period * $clk_io_pct] -clock clk0 $non_clock_inputs
set_output_delay [expr $clk_period * $clk_io_pct] -clock clk0 [all_outputs]
```

==> reports/results.txt <==
Hold path endpoint = result[1]
Global-route wire length before repair = 26500 um
Post-DP HPWL = 13200 um
Top cell by count, worst path = fa_1
ANT cells = 0
Tool warnings = 96
Distinct cell type count after synthesis = 32
RSZ-0062 raised after global routing = false
Yosys warns = 0
Critical Path AT = 43600 ps
Pre-antenna DRT Iters = 4
Slowest cell on the critical path = clkdlybuf4s50_1
Most numerous logic cells after layout = clkdlybuf4s50_1 (196), inv_1 (133), ha_1 (128)
Height of the die = 128 um
Setup Crit Path Kind = input port to output port
Vias in the first global route = 5298
Hold Vio Cnt, Final = 0
Seq_cells = 0
Number of antenna violations at the first check in global routing = 0
Yosys stat cell total = 686
Synth Seq Share = 0
Mean Syn Cell Area = 9.33 um2
Setup repair bufs after CTS = 0
DRT iter0 DRCs = 193
I/O pin cnt = 199
Syn Inst Count = 686
Core area = 15400 um2
Row count = 45
Yosys chip area = 6400 um2
Register Area = 0 um2
Die x size = 128 um
Commonest Layout Cell = clkdlybuf4s50_1
CP Launch Type = input port
Slowest stage delay, CP = 570 ps
Hold Path Stages = 4
Worst-Margin Slew = 721 ps
Pwr dens = 6.73 nW/um2
WP data required = 65120 ps
GRT Residual Overflow = 0
Setup TNS Final = 0 ps
Total GRT Usage = 0.211
Worst hold path class = input port to output port
Fraction of layout cells with a size suffix above 1 = 0.0765
Average wire per standard cell = 15.2 um
Final core occ = 0.551
Max Clock Freq = 0.0167 GHz
Slew HR = 0.519
Buffers on Ports = 199
Vias = 5298
Largest net degree at the start of global routing = 61
Final worst-path setup slack = 21520 ps
Worst slack, placed = 21390 ps
Vias per cell = 4.99
Max Cap Viol = 0
DRC Markers = 0
Antenna-violating nets left = 0
CP Max Fanout = 55
Post-Route WL = 16100 um
Cell Area, Placed = 8500 um2
Setup crit end kind = output port
GPL Wtd Cong = 0.854
Post-route cell area = 8500 um2
Fin crit share = 0.736
Area grow syn2layout = 32.8%
Chip Area = 16500 um2
Hold_sp = cntrl[2]
Clock buffers = 0
Worst vdd rail ir drop = 0.00445 mV
# setup viols final = 0
CTS Hold Bufs = 0
Minimum clock period = 59880 ps
Leakage = 3.91 nW
Slew Viols, Final = 0
Status = finished clean
Post-CTS resize count = 0
Init Core Util = 0.415
Mapped cell area = 6400 um2
-- power breakdown --
group	leakage, nW	internal [W]	switching, W
sequential	0	0	0
combinational	3.91	0.0000330	0.0000241
clock	0	0	0
-- how the worst max path moves through the flow --
stage	from	to	slack, ps	cells past startpoint
6_report	cntrl[0]	zero	21520	71
5_1_grt	cntrl[0]	zero	20330	71
4_1_cts	cntrl[0]	zero	21310	71
-- worst max-delay path: cells and delay by family --
| kind | cells | cell delay, ps |
|---|---|---|
| adder cells (fa/ha/maj) | 62 | 24280 |
| buffers and inverters | 4 | 1540 |
| AND/OR/NAND/NOR | 3 | 750 |
| multiplexers | 1 | 510 |
| XOR/XNOR | 1 | 200 |
-- through the flow --
step / std cells / power, W / hold WS [ps]
CTS: 1061 / 0.0000581 / 33600
floorplan: 686 / 0.0000286 / 32720
global placement: 1061 / 0.0000568 / 33590
finish: 1061 / 0.0000572 / 33590
detailed placement: 1061 / 0.0000573 / 33590
global route: 1061 / 0.0000650 / 33620
-- logic make-up after synthesis --
group | synth area share
compound gates | 0.0747
xor+xnor | 0.0876
fa+ha+maj | 0.447
buf+inv | 0.108
mux | 0.193
simple gates | 0.0894
-- per-layer routing --
metal | GRT usage | wire [um] | part of all wire
met5 | 0 | 0 | 0
met4 | 0.00346 | 28 | 0.0017
met3 | 0.0559 | 1320 | 0.082
met2 | 0.332 | 7380 | 0.46
met1 | 0.326 | 7410 | 0.46
-- cell type report --
cell class	count	area, um2
Fill cell	1327	6930
Inverter	133	499
Multi-Input combinational cell	513	5710
Tap cell	211	264
Timing Repair Buffer	204	2030
-- synthesized netlist by cell type (7+ instances only) --
master    instances  area [um2]
inv_1           133         499
ha_1            128        1600
nor2_1           64         240
fa_1             63        1260
xor2_1           62         543
a21oi_1          54         270
mux4_2           54        1220
buf_2            20         100
nor2b_1          14        87.6
nor4_1           14        87.6
clkbuf_1         12        45.0
nand2_1          11        41.3
a211oi_1          8        60.1
a311oi_1          7        61.3
No activity file was given, so power comes from the tool's default toggle rates.
